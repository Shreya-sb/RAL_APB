==> config.mk <==
export PLATFORM = sky130hd
export DESIGN_NAME = top
export DESIGN_NICKNAME = top
export VERILOG_FILES = /design/flow/design.v
export SDC_FILE = /design/flow/constraint.sdc
export NUM_CORES = 4
export LEC_CHECK = 1
export CORE_UTILIZATION = 50
==> design.v <==
module top 
(  
    input               pclk,
    input               presetn,
    input   [31 : 0]    paddr,
    input   [31 : 0]    pwdata,
    input               psel,
    input               pwrite,
    input               penable,
    output  [31 : 0]    prdata
);
  reg [3:0]  cntrl = 0;  
  reg [31:0] reg1  = 0;  
  reg [31:0] reg2  = 0;  
  reg [31:0] reg3  = 0;  
  reg [31:0] reg4  = 0;  
  reg     [31 : 0]    rdata_tmp = 0;    
    always @ (posedge pclk) 
      begin
        if( !presetn ) 
        begin
           cntrl    <= 4'h0;
           reg1     <= 32'h5A5A_5555;
           reg2     <= 32'h1234_9876;
           reg3     <= 32'hA5A5_0000;
           reg4     <= 32'h0000_FFFF;
          rdata_tmp <= 32'h00000000;
        end
        else if( psel && penable && pwrite )
        begin
            case( paddr )
                'h0     : cntrl <= pwdata;
                'h8     : reg2  <= pwdata;
                'hc     : reg3  <= pwdata;
                'h10    : reg4  <= pwdata;
            endcase
        end
        else if (psel && penable && !pwrite )
         begin
           case( paddr )
                'h0     : rdata_tmp <= {28'h0000000,cntrl};
                'h4     : rdata_tmp <= reg1;
                'h8     : rdata_tmp <= reg2;
                'hc     : rdata_tmp <= reg3;
                'h10    : rdata_tmp <= reg4;
                default : rdata_tmp <= 32'h00000000;
            endcase 
         end      
    end   
assign prdata =  rdata_tmp; 
endmodule
==> constraint.sdc <==
current_design top

set clk_period 11.9
set clk_io_pct 0.2

create_clock -name clk0 -period $clk_period [get_ports {pclk}]

set non_clock_inputs [all_inputs -no_clocks]
set_input_delay [expr $clk_period * $clk_io_pct] -clock clk0 $non_clock_inputs
set_output_delay [expr $clk_period * $clk_io_pct] -clock clk0 [all_outputs]
==> run.sh <==
#!/bin/bash
# OpenROAD 26Q1-2900-gdf79404cd8, Yosys 0.63+post, stock flow scripts
make -C /OpenROAD-flow-scripts/flow DESIGN_CONFIG=/design/flow/config.mk WORK_HOME=/design/flow/orfs finish
==> reports/results.ini <==
[clocking]
ctsHoldBuffers = 0
post_cts_buffers = 0
cts_buffers = 17
clock-sinks = 133
clock_path_buffers = 2
cts_max_level = 4
clk_pin_slew_worst_paths_ns = 0.06
cts_tree = yes
ctsResizeCount = 0
clock.latency.late_pin_ns = 0.41
root_buffer = clkbuf_16

[power_and_ir_drop]
power.internal_uw = 872.9
swShare_pct = 20.01
power_switching_uw = 218.3
p_leak_nw = 2.667
seqPwrFrac_pct = 40.9
power_mw = 1.091
power_density_mw_per_mm2 = 145.2
p_comb_share_pct = 5.7
clkPwrFrac_pct = 53.4
ir_worst_vdd_mv = 0.1194

[worst_hold_path]
hold_path.class = reg -> reg

[logic_synthesis]
ys.flop_type = dfxtp_1
ys_cells = 639
top_area_share_pct = 44.96
yosys_area_mm2 = 0.005878
area_leaders = dfxtp_1 (45%), mux2i_1 (11%), nand2_1 (9.8%)
syn_avg_cell_area_um2 = 9.199
synth_cell_types = 52
syn_area_mm2 = 0.005878
synth-async-reset-ratio_pct = 0
synth.yosys.warnings = 1
synth_cells = 639
yosysMostFrequentCell = nand2_1
ys_sh_aoi_pct = 16.37
netlist_top_cells_count = nand2_1 (153), dfxtp_1 (132), mux2i_1 (63), o21ai_0 (37), clkbuf_1 (33)
synthMuxAreaShare_pct = 11.49
seq_area_frac_synth_pct = 45.47
ys.flops = 133
topCombFamilyByArea = simple AND/OR/NAND/NOR gates
adder_share_pct = 0
xor_area_share_pct = 0
edf_count = 1
top_area_cell = dfxtp_1
simple_gate_share_pct = 20.73

[placed_design]
post_dp_cell_area_mm2 = 0.006840
portBuffers = 100
dp_cells = 837
dp_hpwl_um = 9682
dpl_worst_slack_ns = 6.527
place_congestion = 0.8403

[route]
ant_nets = 0
wl_um = 15620
wl_per_cell_um = 17.97
vias = 5061
first_pass_iters = 5
vias_per_cell = 5.824
antennaDiodeCount = 0
drcViolationCount = 0
drtIter0Drc = 301

[final_timing]
setup_ws_ns = 6.913
finalSetupTns_ns = 0
worst_pin_slew_ns = 0.7889
slew_headroom_pct = 47.25
maxSlewViolCount = 0
finalSetupViolCount = 0
finalHoldViolations = 0
min_period_ns = 4.987
max_freq_mhz = 200.5
holdWs_ns = 0.4504
finClkSkew_ns = 0.004790
rsz0062_at_grt = false
finalCritPeriodShare_pct = 41.91

[worst_setup_path]
crit_required_ns = 12.24
r2r_setup_slack_ns = 10.30
crit_end = reg2[13]
reg2regPathDepth = 4
worstSetupStartpointType = input port
crit_type = in -> reg
cp-end-kind = flop
cp_max_fo = 23
worstPathArrival_ns = 5.33
rr_endpoint = rdata_tmp[19]
critPathLaunch = paddr[18]
reg2reg_from = reg1[0]

[finish]
ff_latch_area_mm2 = 0.002673
final_cells = 869
fin_util_pct = 65.81
comb_area_mm2 = 0.002865
nFillCells = 905
drive_above_1_share_pct = 9.366
design_area_mm2 = 0.007515
syn2layout_area_growth_pct = 27.84

[die]
die_h_um = 110.4
fp_util_pct = 51.48
core_area_mm2 = 0.01142
io_pins = 101
die_area_mm2 = 0.01219
die_w_um = 110.4
fp-row-count = 39

[global_routing]
antenna_found_initial = 0
grt_usage_pct = 27.12
grt-ovfl-total = 0
first_global_vias = 4934
grt_start_max_net_pins = 55
grt_pass1_wl_um = 25520

[run]
warnings = 26
drv_cap = 0

[run_status]
status = finished, final reports clean

## worst min path at each step
stage / startpoint / to / slack [ns] / cells after the start
global route: reg3[17] / reg3[17] / 0.47 / 2
finish: cntrl[1] / cntrl[1] / 0.45 / 2
CTS: cntrl[1] / cntrl[1] / 0.45 / 2
## worst max-delay path: stages
cell             delay [ns]
clkdlybuf4s50_1        0.40
nor4_1                 0.40
nand4_1                0.65
nor3_2                 0.76
buf_4                  0.48
mux2i_1                0.22
## registers in the layout (all words and copies together), names as in the netlist
signal     cells
reg1           1
cntrl          4
rdata_tmp     32
reg3          32
reg4          32
reg2          32
## power by group through the flow
| stage | registers (mW) | logic (mW) | clock network (mW) |
|---|---|---|---|
| 4_1_cts | 0.446 | 0.0623 | 0.590 |
| 5_1_grt | 0.446 | 0.0674 | 0.609 |
| 6_report | 0.447 | 0.0622 | 0.582 |
## routing by layer
layer	global-route usage, %	wire length (µm)	part of all wire [%]	vias to the layer above
met4	4.000	163	1.0	0
met5	0	0	0	-
met1	39.58	7106	46	2402
met2	43.93	7422	48	163
li1	-	-	-	2484
met3	5.988	925	5.9	12
## kinds of logic (layout without fill, tap and decap cells)
logic type	Yosys count	in the layout
AOI/OAI and AO/OA	127	127
buffers and inverters	63	150
DFF	133	133
muxes	65	65
other	1	1
and+or+nand+nor	250	250
## cell usage in the layout (no fill, tap or decap), drive strengths merged, types with 2 or more instances in the layout
| master | n |
|---|---|
| clkbuf | 26 |
| and4 | 2 |
| a221oi | 2 |
| nand3b | 2 |
| nand3 | 5 |
| nor3 | 4 |
| bufinv | 4 |
| nor4 | 18 |
| a222oi | 16 |
| or2 | 2 |
| mux2i | 63 |
| a21oi | 2 |
| a32oi | 2 |
| nand4 | 31 |
| a22oi | 14 |
| o31a | 28 |
| mux4 | 2 |
| inv | 2 |
| nor2b | 2 |
| dfxtp | 132 |
| buf | 17 |
| a2bb2oi | 14 |
| nand2 | 153 |
| nor2 | 19 |
| clkinv | 2 |
| o21ai | 38 |
| and3 | 4 |
| clkdlybuf4s50 | 99 |
| and2 | 2 |
| a31oi | 9 |
| or3b | 2 |
## area by class of cell
type                            instances  area share [%]
Timing Repair Buffer                  116           14.85
Clock buffer                           26           7.193
Multi-Input combinational cell        443           38.13
Inverter                                2         0.09990
Tap cell                              143           2.381
Sequential cell                       133           35.56
Clock inverter                          6           1.782
Power and IR drop assume default switching activity.
